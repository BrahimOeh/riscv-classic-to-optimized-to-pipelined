File: flow/design.v
module instruction_memory
    #(parameter MEMORY_SIZE = 128)
    (
        output reg [31:0] ReadData,
        input             RESET, CLK,
        input      [31:0] Address
    );
    reg [7:0] MEMORY[MEMORY_SIZE-1:0];
    integer i;
    always @(posedge RESET) begin
        if (RESET) begin
    MEMORY[0]  <= 8'b00000000;  
    MEMORY[1]  <= 8'b00000000;  
    MEMORY[2]  <= 8'b00000000;  
    MEMORY[3]  <= 8'b10010011;  
    MEMORY[4]  <= 8'b00000000;  
    MEMORY[5]  <= 8'b00010000;  
    MEMORY[6]  <= 8'b00000001;  
    MEMORY[7]  <= 8'b00010011;  
    MEMORY[8]  <= 8'b00000011;  
    MEMORY[9]  <= 8'b01110000;  
    MEMORY[10] <= 8'b00000010;  
    MEMORY[11] <= 8'b10010011;  
    MEMORY[12] <= 8'b00000000;  
    MEMORY[13] <= 8'b00100000;  
    MEMORY[14] <= 8'b10000001;  
    MEMORY[15] <= 8'b10110011;  
    MEMORY[16] <= 8'b00000000;  
    MEMORY[17] <= 8'b00000001;  
    MEMORY[18] <= 8'b00000000;  
    MEMORY[19] <= 8'b10010011;  
    MEMORY[20] <= 8'b00000000;  
    MEMORY[21] <= 8'b00000001;  
    MEMORY[22] <= 8'b10000001;  
    MEMORY[23] <= 8'b00010011;  
    MEMORY[24] <= 8'b11111110;  
    MEMORY[25] <= 8'b01010001;  
    MEMORY[26] <= 8'b10011010;  
    MEMORY[27] <= 8'b11100011;  
				for (i = 28; i < MEMORY_SIZE; i = i + 1) 
							MEMORY[i] <= 8'b00000000;
				end
    end
    always @(*) begin
        ReadData = {
            MEMORY[Address],
            MEMORY[Address + 1],
            MEMORY[Address + 2],
            MEMORY[Address + 3]
        };
    end
endmodule
File: flow/run.sh
#!/bin/bash
# OpenROAD 26Q1-2900-gdf79404cd8, Yosys 0.63+post, stock flow scripts
make -C /OpenROAD-flow-scripts/flow DESIGN_CONFIG=/design/flow/config.mk WORK_HOME=/design/flow/orfs finish
File: flow/config.mk
export PLATFORM = sky130hd
export DESIGN_NAME = instruction_memory
export DESIGN_NICKNAME = instruction_memory
export VERILOG_FILES = /design/flow/design.v
export SDC_FILE = /design/flow/constraint.sdc
export NUM_CORES = 4
export LEC_CHECK = 1
export CORE_AREA = 10 10 98 98
export DIE_AREA = 0 0 108 108
File: flow/constraint.sdc
current_design instruction_memory

set clk_period 4.9
set clk_io_pct 0.2

create_clock -name clk0 -period $clk_period [get_ports {RESET}]

set non_clock_inputs [all_inputs -no_clocks]
set_input_delay [expr $clk_period * $clk_io_pct] -clock clk0 $non_clock_inputs
set_output_delay [expr $clk_period * $clk_io_pct] -clock clk0 [all_outputs]
==> qor.yml <==
global_route:
  grt_pass1_vias: 1780
  grt_pass1_wl_um: 9170
  grt.total_usage_pct: 9.328
  grt_max_degree: 38
  antenna_found_initial: 0
  grt_overflow: 0
power_and_ir_drop:
  seqPwrFrac_pct: 0
  p_leak_uw: 0.0006944
  p_switching_uw: 96.16
  p_clk_share_pct: 0
  ir_drop_mv: 0.02436
  p_sw_share_pct: 55.78
  powerDensity_nw_per_um2: 84.95
  internal_power_uw: 76.25
  power_frac_comb_pct: 100.0
layout:
  final_layout_size_suffix_gt1_share_pct: 12.19
  syn_to_final_growth_pct: 37.34
  finalInstanceArea_sq_um: 2029
  flop_area_sq_um: 0
  post-route-util_pct: 26.54
  n_clock_buffer: 0
  flops: 0
final_timing:
  slew_headroom_pct: 62.14
  finalHoldViolCount: 0
  rsz0062_at_grt: "false"
  finalCriticalPeriod_ns: 4.698
  hold-worst-slack_ns: 3.263
  finalCritPeriodShare_pct: 95.88
  max_clock_freq_mhz: 212.9
  tightest_slew_ns: 0.5679
  finalSetupViolCount: 0
  tns_ns: 0
  finalMaxSlewViolations: 0
run_status:
  outcome: "complete, no violations"
yosys:
  common_cells: "30 x nand2_1, 30 x nor2_1, 21 x o21ai_0"
  avgSynthCellArea_sq_um: 6.056
  synth_cells: 244
  ys.warnings.count: 2
  yosysTopAreaCell: "xnor2_1"
  ys_types: 59
  syn_area_sq_um: 1478
  top_area_share_pct: 7.705
  yosysSeqAreaShare_pct: 0
  area_leaders: "xnor2_1 7.7%, nand2_1 7.6%, nor2_1 7.6%"
  ys_cells: 244
  ys_area_sq_um: 1478
route:
  num_vias: 1984
  drtIter0Drc: 198
  wl_per_cell_um: 14.87
  ant_nets: 0
  antenna-diode-count: 0
  drtPass1Iterations: 4
  vias_per_cell: 5.207
  routed_wirelength_um: 5666
  route.detailed.drc: 0
placement:
  port_buffers: 39
  placed_area_sq_um: 2028
  hpwl_um: 4389
  place.gp.congestion: 0.9375
setup_path:
  cp_slowest_stage_delay_ns: 0.51
  critPathMaxFanout: 37
  slowest_stage: "clkdlybuf4s50_1"
  path_cells: "clkdlybuf4s50_1, buf_4, o211a_1, xnor2_1, or3_1, o221ai_2, o21ai_1, o221ai_2, clkdlybuf4s50_1"
  path_buffers: 3
  critPathCaptureType: "output pin"
  cp_top_family: "buffers and inverters"
  critical_path_arrival_ns: 3.72
  critPathLaunchType: "input pin"
  cp.required_ns: 3.92
  crit_type: "in -> out"
die:
  rows: 32
  fp_util_pct: 19.32
  die_y_um: 108
  fp.dieW_um: 108
  core-area_sq_um: 7647
  num_io_pins: 66
  chipArea_sq_um: 11660
worst_hold_path:
  hp-class: "in -> out"
flow_run:
  drv_cap: 0
  warnings: 55
clock_tree:
  post_cts_buffers: 0
## kinds of logic (layout without fill, tap and decap cells)
group	after synthesis	in the layout	share of synthesized area, %
simple gates	103	103	33.78
mux	1	1	0.6774
compound gates	89	89	43.27
xor+xnor	17	17	10.08
fa+ha+maj	2	2	1.693
buf+inv	32	67	10.50
## path summary, 6_finish.rpt
kind	from	end	slack, ns	depth (start not counted)
worst max-delay path	Address[1]	ReadData[0]	0.20	9
worst min-delay path	Address[1]	ReadData[15]	3.26	6
## through the flow
stage          total power [uW]  instances  setup WS [ns]
2_1_floorplan             108.3        244          1.105
6_report                  172.4        381         0.2020
3_5_place_dp              170.4        381         0.2026
5_1_grt                   189.5        381        0.01487
3_3_place_gp              169.7        381         0.2366
4_1_cts                   171.5        381         0.1985
## worst min-delay path, stage by stage
cell,delay (ns)
clkdlybuf4s50_1,0.51
clkinv_1,0.09
buf_4,0.17
nand2_1,0.06
a21oi_1,0.06
clkdlybuf4s50_1,0.40
## routing by layer
metal	vias up	track usage, %	part of all wire [%]
met4	0	1.622	1.6
met1	927	13.11	47
li1	977	-	-
met3	8	1.205	5.2
met5	-	0	0
met2	72	15.04	47
## cell usage in the layout (no fill, tap or decap), types with 2 or more instances in the layout
cell type and count:
o211a_1 2, nor2b_1 4, o31ai_1 2, or3_1 3, clkinv_1 3, nand2_1 30, nor2_2 2, buf_4 22
a2111oi_1 2, or2_2 2, clkdlybuf4s50_1 39, inv_1 3, xor2_1 4, and2_1 2, a21oi_1 14, a221o_1 3
nor2_1 30, a32oi_1 2, nor3_1 9, a22oi_1 4, o221ai_2 3, a41o_1 2, nand3_1 7, o21ai_1 2
o21ai_0 21, xnor2_1 13, a221oi_1 3, o22ai_1 5, nand2b_1 3, a31oi_1 5, ha_1 2, o211ai_1 2
nand4_1 4, a21o_1 3
## cell type report
type | instances | area [sq um]
fillers | 845 | 5618
well taps | 102 | 127.6
inverters | 6 | 22.52
multi-input cells | 212 | 1324
repair buffers | 61 | 555.5
## power by group through the flow
| stage | clock network (uW) | logic (uW) | registers (uW) |
|---|---|---|---|
| 5_1_grt | 0 | 190 | 0 |
| 6_report | 0 | 172 | 0 |
| 4_1_cts | 0 | 172 | 0 |
## timing repair
item,4_1_cts,5_1_grt
endpoints found under the setup margin,0,1
endpoints found under the hold margin,0,0
hold buffers,0,0
gates resized,0,1
Power figures rest on the tool's default switching activity, not on a simulated workload.
