$ cat ./config.mk
export PLATFORM = sky130hd
export DESIGN_NAME = data_memory
export DESIGN_NICKNAME = data_memory
export VERILOG_FILES = /design/flow/design.v
export SDC_FILE = /design/flow/constraint.sdc
export NUM_CORES = 4
export LEC_CHECK = 1
export CORE_UTILIZATION = 30
$ cat ./constraint.sdc
current_design data_memory

set clk_period 39.0
set clk_io_pct 0.2

create_clock -name clk0 -period $clk_period [get_ports {CLK}]

set non_clock_inputs [all_inputs -no_clocks]
set_input_delay [expr $clk_period * $clk_io_pct] -clock clk0 $non_clock_inputs
set_output_delay [expr $clk_period * $clk_io_pct] -clock clk0 [all_outputs]
$ cat ./design.v
module data_memory
    #(parameter MEMORY_SIZE = 64)
    (
        output reg [31:0] ReadData,
        input             RESET, CLK, WriteEnable,
        input      [31:0] Address, WriteData,
        input      [2:0]  size
    );
    reg [7:0] MEMORY[MEMORY_SIZE-1:0];
    integer i;
    reg [15:0] data_temp;
    localparam BYTE        = 3'b001;
    localparam HALFWORD    = 3'b010;
    localparam WORD        = 3'b000;
    localparam BYTE_U      = 3'b011;
    localparam HALFWORD_U  = 3'b100;
    always @(posedge CLK or posedge RESET) begin
        if (RESET) begin
for (i = 0; i < MEMORY_SIZE; i = i + 1)
    MEMORY[i] <= 8'b00000000;
end
        else if (WriteEnable) begin
            case (size)
                BYTE: begin
                    MEMORY[Address] <= WriteData[7:0];
                end
                HALFWORD: begin
                    MEMORY[Address]     <= WriteData[15:8];
                    MEMORY[Address + 1] <= WriteData[7:0];
                end
                WORD: begin
                    MEMORY[Address]     <= WriteData[31:24];
                    MEMORY[Address + 1] <= WriteData[23:16];
                    MEMORY[Address + 2] <= WriteData[15:8];
                    MEMORY[Address + 3] <= WriteData[7:0];
                end
            endcase
        end
    end
    always @(*) begin
        case (size)
            BYTE: begin
                data_temp = MEMORY[Address];
                ReadData  = {{24{data_temp[7]}}, data_temp[7:0]};  
            end
            HALFWORD: begin
                data_temp = {MEMORY[Address], MEMORY[Address + 1]};
                ReadData  = {{16{data_temp[15]}}, data_temp};      
            end
            WORD: begin
                ReadData = {MEMORY[Address], MEMORY[Address + 1],
                            MEMORY[Address + 2], MEMORY[Address + 3]};
            end
            BYTE_U: begin
                data_temp = MEMORY[Address];
                ReadData  = {24'b0, data_temp[7:0]};                
            end
            HALFWORD_U: begin
                data_temp = {MEMORY[Address], MEMORY[Address + 1]};
                ReadData  = {16'b0, data_temp};                     
            end
            default: begin
                ReadData = 32'b0;
            end
        endcase
    end
endmodule
$ cat ./run.sh
#!/bin/bash
# OpenROAD 26Q1-2900-gdf79404cd8, Yosys 0.63+post, stock flow scripts
make -C /OpenROAD-flow-scripts/flow DESIGN_CONFIG=/design/flow/config.mk WORK_HOME=/design/flow/orfs finish
==> results.yml <==
# yosys + openroad results
grt:
  grt_pass1_vias: 89400
  grt_pass1_wl_um: 926000
  grt_usage: 0.695
  grt_max_degree: 86
  overflow: 2
logic_synthesis:
  syn-cell-area_sq_um: 60900
  edf_count: 0
  synth.top_cell.area_share: 0.210
  yosysWarnings: 2
  async_reset_ff_frac: 1.00
  post_synth_num_cell_types: 116
  flop_cell: "dfrtp_1"
  syn_inst: 8571
  numSynthFlops: 512
  ys_area_sq_um: 60900
  yosysCellCount: 8571
  ys_top_cells_by_area: "dfrtp_1, mux2i_1, nand2_1, nor2_1, a22oi_1"
  yosysTopAreaCell: "dfrtp_1"
  ys_seq_share: 0.210
  avgSynthCellArea_sq_um: 7.10
placed_design:
  dpl-instance-area_sq_um: 66700
  post-place-cells: 11000
  place_congestion: 1.55
  post-dp-hpwl_um: 451000
  io_buffers: 75
floorplanning:
  fp.dieW_um: 452
  ios: 102
  initCoreUtil: 0.303
  rows: 164
  die_h_um: 452
clock_tree:
  cts_setup_buffers: 0
  cts_hold_buf: 0
  cts_root_buf: "clkbuf_16"
  cts_resized: 0
  clock-sinks: 512
  numCtsBuffers: 71
  clockBufferDepth: 3
  cts_max_level: 3
outcome:
  haltStage: "global routing (5_1_grt)"
  status: "aborted with a tool error"
  error: "[ERROR GRT-0116] Global routing finished with congestion. Check the congestion regions in the DRC Viewer."
## kinds of logic after synthesis
group	after synthesis	share of synthesized area
compound gates	3510	0.403
xor+xnor	12	0.00302
fa+ha+maj	2	0.000411
buf+inv	1060	0.0771
flops	512	0.210
mux	557	0.0934
simple gates	2918	0.212
## per-stage QoR
step,setup WS [ns],total power (W),utilization
3_5_place_dp,17.22,0.00211,0.332
3_3_place_gp,17.23,0.00211,0.332
2_1_floorplan,16.90,0.00123,-
4_1_cts,17.21,0.00279,0.344
## synthesized netlist by cell type, types with 165 or more instances
| master | instances |
|---|---|
| nand2_1 | 1229 |
| dfrtp_1 | 512 |
| nand3_1 | 245 |
| mux2i_1 | 480 |
| nor2_1 | 916 |
| a211oi_1 | 347 |
| clkbuf_1 | 654 |
| o22ai_1 | 165 |
| a221oi_1 | 171 |
| a21oi_1 | 520 |
| buf_2 | 263 |
| a22oi_1 | 448 |
| o21ai_0 | 643 |
| a22o_1 | 170 |
## layer usage
layer / overflow / global-route usage
met2: 2 / 0.774
met5: 0 / 0.469
met1: 0 / 0.702
met3: 0 / 0.656
met4: 0 / 0.616
Power and IR drop assume default switching activity.
